$ cat design.v
module counter(clk, start, stop, out);
input clk, start, stop;
output out;
parameter n = 99999999;
reg [31:0] cnt;
wire [31:0]next_cnt;
always@(posedge clk) begin
    if(start == 1'b1) begin
        cnt <= n;
    end
    else begin
        cnt <= (stop == 1'b0)? next_cnt : cnt;
    end
end
assign next_cnt = (cnt == 32'd0)? 32'd0 : cnt - 32'd1;
assign out = (cnt == 32'd0)? 1'b1 : 1'b0; 
endmodule
module counter2Hz(clk, rst, out);
input clk, rst;
output out;
reg [30:0] cnt;
wire [30:0]next_cnt;
always@(posedge clk) begin
    if(rst == 1'b1) begin
        cnt <= 31'd0;
    end
    else begin
        cnt <= next_cnt;
    end
end
assign next_cnt = (cnt == 31'd49999999)? 31'd0 : cnt + 31'd1;
assign out = (cnt == 31'd49999999)? 1'b1 : 1'b0; 
endmodule
module counter10Hz(clk, rst, out);
input clk, rst;
output out;
reg [24:0] cnt;
wire [24:0]next_cnt;
always@(posedge clk) begin
    if(rst == 1'b1) begin
        cnt <= 25'd0;
    end
    else begin
        cnt <= next_cnt;
    end
end
assign next_cnt = (cnt == 25'd9999999)? 25'd0 : cnt + 25'd1;
assign out = (cnt == 25'd9999999)? 1'b1 : 1'b0; 
endmodule
module long_press(clk, press, out);
input clk, press;
output out;
parameter n = 199999999;
reg [31:0] cnt;
always@(posedge clk) begin
    if(press == 1'b1) begin
        cnt <= (cnt == 32'd0)? 32'd0 : cnt - 1;
    end
    else begin
        cnt <= n;
    end
end
assign out = (cnt == 32'd0)? 1'b1 : 1'b0; 
endmodule
module clock1Hz(clk, rst, nclk);
input clk, rst;
output nclk;
reg [30:0] cnt;
wire [30:0]next_cnt;
always@(posedge clk) begin
    if(rst == 1'b1) begin
        cnt <= 31'd0;
    end
    else begin
        cnt <= next_cnt;
    end
end
assign next_cnt = (cnt == 31'd99999999)? 31'd0 : cnt + 31'd1;
assign nclk = (cnt > 31'd49999999)? 1'b1 : 1'b0; 
endmodule
module clock100Hz(clk, rst, nclk);
input clk, rst;
output nclk;
reg [20:0] cnt;
wire [20:0] next_cnt;
always@(posedge clk) begin
    if(rst == 1'b1) begin
        cnt <= 21'd0;
    end
    else begin
        cnt <= next_cnt;
    end
end
assign next_cnt = (cnt == 21'd999999)? 21'd0 : cnt + 21'd1;
assign nclk = (cnt > 21'd499999)? 1'b1 : 1'b0;
endmodule
module clk_7seg(clk, rst, nclk);
input clk, rst;
output nclk;
reg [17:0] cnt;
wire [17:0] next_cnt;
always@(posedge clk) begin
    if(rst == 1'b1) begin
        cnt <= 18'd0;
    end
    else begin
        cnt <= next_cnt;
    end
end
assign next_cnt = cnt + 18'd1;
assign nclk = cnt[17];
endmodule
module clock_25MHz(clk, rst, nclk);
input clk, rst;
output nclk;
reg [1:0] num;
wire [1:0] n_num;
always@(posedge clk) begin
    if(rst == 1'b1) begin
        num <= 0;
    end
    else begin
        num <= n_num;
    end
end
assign n_num = num + 1'b1;
assign nclk = num[1];
endmodule
$ cat run.sh
#!/bin/bash
# OpenROAD 26Q1-2900-gdf79404cd8, Yosys 0.63+post, stock flow scripts
make -C /OpenROAD-flow-scripts/flow DESIGN_CONFIG=/design/flow/config.mk WORK_HOME=/design/flow/orfs finish
$ cat config.mk
export PLATFORM = sky130hd
export DESIGN_NAME = clock1Hz
export DESIGN_NICKNAME = clock1Hz
export VERILOG_FILES = /design/flow/design.v
export SDC_FILE = /design/flow/constraint.sdc
export NUM_CORES = 4
export LEC_CHECK = 1
export CORE_AREA = 10 10 106 106
export DIE_AREA = 0 0 116 116
$ cat constraint.sdc
current_design clock1Hz

set clk_period 3.3
set clk_io_pct 0.2

create_clock -name clk0 -period $clk_period [get_ports {clk}]

set non_clock_inputs [all_inputs -no_clocks]
set_input_delay [expr $clk_period * $clk_io_pct] -clock clk0 $non_clock_inputs
set_output_delay [expr $clk_period * $clk_io_pct] -clock clk0 [all_outputs]
==> results_dict.tcl <==
# yosys + openroad results
set metrics [dict create \
    switchingPower_uw 151.3 \
    die_h_microns 116 \
    p_seq_share_pct 57.4 \
    synthCells 203 \
    warning_count 25 \
    drtIter0Drc 76 \
    finalSetupTns_ns 0 \
    dr.pass1.iters 4 \
    postLayoutCellArea_sq_mm 0.001868 \
    p_leak_uw 0.0005221 \
    async_flop_share_pct 0 \
    dr_total_vias 1530 \
    clk_pin_slew_ns 0.06 \
    max-vdd-ir-drop_uv 116.0 \
    grt-ovfl-total 0 \
    fin_crit_ns 3.009 \
    die_x_microns 116 \
    pwr-share-clk_pct 38.8 \
    fill_cells 970 \
    hold_class "flop to flop" \
    start_kind "flop" \
    finalWeightedCongestion 0.7843 \
    top_regs "cnt: 31 flops" \
    insertion_delay_ns 0.28 \
    p_comb_share_pct 3.8 \
    dp_hpwl_mm 2.665 \
    viasPerCell 4.935 \
    seq_area_sq_um 623.1 \
    regMostFlops "cnt" \
    ys_top_cells_by_area "dfxtp_1 (37%), or4_1 (8.1%), a21oi_1 (5.1%), o31ai_1 (4.5%), nand3_1 (4.2%)" \
    grt_pass1_wl_mm 6.403 \
    endpoint_kind "primary output" \
    timing.rr.start "cnt[30]" \
    drive_gt1_share_pct 7.426 \
    ioPinCount 3 \
    ys_ff 31 \
    worst_pin_slew_ns 0.5144 \
    crit_fanout 3 \
    rsz0062_at_grt "false" \
    syn_avg_cell_area_sq_um 8.228 \
    power_density_mw_per_mm2 366.6 \
    maxSlewViolCount 0 \
    numCtsBuffers 5 \
    ant_nets 0 \
    fmax_ghz 0.3323 \
    syn_to_final_growth_pct 11.84 \
    top_area_cell "dfxtp_1" \
    use_met3_pct 1.988 \
    whs_path_depth 1 \
    post_drt_wl_per_cell_microns 12.35 \
    rows 34 \
    ys_seq_share_pct 37.15 \
    rr_worst_depth 6 \
    top_cell "dfxtp_1" \
    cts_sinks 31 \
    htree_num_levels 2 \
    antennaDiodeCount 0 \
    antenna_found_initial 0 \
    synthFlopType "dfxtp_1" \
    max-slew-margin-rel_pct 65.60 \
    wl_mm 3.829 \
    yosys-top-cells-count "dfxtp_1 (31), or4_1 (18), a21oi_1 (17)" \
    cts_tree "built" \
    hold_viol 0 \
    whs_endpoint "cnt[0]" \
    core_area_sq_mm 0.008848 \
    cts_max_path_buffers 2 \
    setup.worst_path.class "flop to primary output" \
    synth_top_area_share_pct 37.15 \
    ff2ff_setup_slack_ns 0.82 \
    r2r-end "cnt[28]" \
    grt_use_total_pct 5.806 \
    ys_cells 203 \
    fin_skew_ns 0.003116 \
    fp-utilization_pct 18.88 \
    top_usage_layer "met2" \
    largest_register_ff_count 31 \
    min_from "cnt[0]" \
    dieArea_sq_mm 0.01346 \
    yosysUniqueCellTypes 36 \
    syn_area_sq_mm 0.001670 \
    ys_warn_count 1 \
    cp_data_arrival_time_ns 2.35 \
    yosys-stat-area_sq_mm 0.001670 \
    setup_viol 0 \
    grt_max_degree 21 \
    p_sw_share_pct 22.09 \
    worstPathRequired_ns 2.64 \
    drv_cap 0 \
    power.internal_uw 533.6 \
    portBuffers 2 \
    drc 0 \
    combGateArea_sq_um 969.7 \
    grtUsageMet1_pct 7.737 \
    grt_pass1_vias 1330 \
    postPlaceCellArea_sq_mm 0.001779 \
    outcome "finished clean" \
    edf_count 0 \
    cts-root-buf "clkbuf_8" \
    met2_usage_pct 9.063 \
    timing.final.crit_share_pct 91.19 \
]
## worst max path at each step
stage     depth (start not counted)     from  slack, ns   end
6_report                          5  cnt[30]       0.29  nclk
5_1_grt                           5  cnt[30]       0.21  nclk
4_1_cts                           5  cnt[30]       0.01  nclk
## logic make-up (layout without fill, tap and decap cells)
| family | Yosys count | in the layout | synth area share [%] |
|---|---|---|---|
| AND-OR/OR-AND | 47 | 47 | 18.43 |
| XOR/XNOR | 8 | 8 | 4.195 |
| adder cells (fa/ha/maj) | 1 | 1 | 0.7489 |
| buffers and inverters | 18 | 17 | 5.018 |
| flip-flops | 31 | 31 | 37.15 |
| AND/OR/NAND/NOR | 98 | 98 | 34.46 |
## per-stage QoR
step	hold WS [ns]	setup slack, ns	instances	power [uW]	utilization, %
after floorplan	0.4335	0.7508	203	420.2	-
after global placement	0.4507	0.2476	303	426.2	20.11
after detailed placement	0.4600	0.2494	303	427.2	20.11
after CTS	0.4743	0.01153	310	694.6	21.07
after global routing	0.5117	0.2099	310	722.5	21.11
final	0.4703	0.2908	310	684.8	21.11
## critical path, stage by stage, from the launching register on
cell and delay [ns]:
dfxtp_2 0.32, or4_4 0.53, or4_1 0.46, or4_1 0.40, o211a_1 0.23, dlymetal6s2s_1 0.12
## placed cells by master, fill, tap and decap left out, types with 2 or more instances in the layout
master	synthesis	routed
buf_4	0	3
nand3_1	14	14
or4_1	18	17
clkbuf_8	0	5
or4_4	1	2
xnor2_1	5	5
nand4_1	8	8
o21ai_0	7	7
a21oi_1	17	17
a211oi_1	2	2
xor2_1	3	3
inv_1	6	6
o211ai_1	2	2
and3_1	2	2
and4_1	7	7
o221ai_1	2	2
nor3_1	3	3
nor2_1	14	14
dfxtp_2	0	2
or3_1	8	8
dfxtp_1	31	29
nand2_1	15	15
o31ai_1	10	10
nand3b_1	2	2
a31oi_1	4	4
## power by group through the flow
stage | logic [uW] | registers, uW | clock network [uW]
CTS | 26.2 | 393 | 275
global route | 29.8 | 395 | 298
finish | 25.9 | 393 | 266
## per-layer routing
metal  share of wire, %  vias up
li1                   -      781
met1                 49      715
met4                1.4        0
met2                 45       27
met3                5.2        7
met5                  0        -
## final cells by class
class                   count  share of cell area (%)
flip-flops and latches     31                   33.36
repair buffers              5                   2.411
multi-input cells         154                   51.91
clock buffers               6                   3.885
inverters                   6                   1.206
well taps                 108                   7.234
## timing repair
item | in CTS | in global routing
hold buffers | 0 | 0
resized | 2 | 2
hold endpoints to repair | 0 | 0
setup endpoints to repair | 1 | 1
pin swaps | 1 | 1
buffers inserted | 1 | 0
Power and IR drop assume default switching activity.
